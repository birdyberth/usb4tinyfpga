--- ./design.v ---
module usb_reset_det (
  input clk,
  output reset,
  input usb_p_rx,
  input usb_n_rx
);
  reg [16:0] reset_timer = 0;
  reg reset_i = 0;
  wire timer_expired = reset_timer > 16'd30000;
  always @(posedge clk) reset_i <= timer_expired;
  assign reset = reset_i;
  always @(posedge clk) begin
    if (usb_p_rx || usb_n_rx) begin
      reset_timer <= 0;
    end else begin
      if (!timer_expired) begin
        reset_timer <= reset_timer + 1;
      end
    end
  end
endmodule
--- ./run.sh ---
#!/bin/bash
# OpenROAD 26Q1-2900-gdf79404cd8, Yosys 0.63+post, stock flow scripts
make -C /OpenROAD-flow-scripts/flow DESIGN_CONFIG=/design/flow/config.mk WORK_HOME=/design/flow/orfs finish
--- ./config.mk ---
export PLATFORM = sky130hd
export DESIGN_NAME = usb_reset_det
export DESIGN_NICKNAME = usb_reset_det
export VERILOG_FILES = /design/flow/design.v
export SDC_FILE = /design/flow/constraint.sdc
export NUM_CORES = 4
export LEC_CHECK = 1
export CORE_AREA = 10 10 74 74
export DIE_AREA = 0 0 84 84
--- ./constraint.sdc ---
current_design usb_reset_det

set clk_period 6.7
set clk_io_pct 0.2

create_clock -name clk0 -period $clk_period [get_ports {clk}]

set non_clock_inputs [all_inputs -no_clocks]
set_input_delay [expr $clk_period * $clk_io_pct] -clock clk0 $non_clock_inputs
set_output_delay [expr $clk_period * $clk_io_pct] -clock clk0 [all_outputs]
==> deck_impl_summary.md <==
Flow Results at a Glance

Clock network
  – Resized Gates After CTS: 0
  – Setup bufs post-CTS: 0
  – # hold bufs at CTS: 0
  – H-tree depth: 1
  – Later-pin clock latency in the skew report: ~0.25 ns
  – Num CTS Buffers: 3
  – CTS tree: done
  – Clock buffer depth: 2
  – Clock Root Buffer: clkbuf_8
  – Number of clock sinks: 18
  – Worst-path clk slew: around 0.070 ns

Global routing
  – GRT Total Usage: under 10%
  – Largest net degree at the start of global routing: 15
  – First-pass GRT wire length: roughly 3000 um
  – Initial antenna violation count: 0
  – Vias in the first global route: 674
  – Aggregate global routing overflow: 0

Drt
  – DR DRC count: 0
  – Post-route ant nets: 0
  – Post-Route WL: ~1800 um
  – Via count: around 740
  – Diodes inserted: 0
  – 1st-iter DRT viols: between 50 and 60
  – Drt wl/cell: roughly 11 um
  – Detailed-router iteration count before antenna repair: 4
  – Avg Vias per Cell: approximately 4.6

Final timing
  – Worst-Margin Slew: slightly below 0.8 ns
  – Cycle use final: about 41%
  – Total negative setup slack: 0 ns
  – Min Clock Period, post-route: around 2.7 ns
  – Setup violations, final: 0
  – Clock Skews: ~0.0026 ns
  – Max Freq: roughly 360 MHz
  – Slew Limit Fails: 0
  – Rel. slew slack: between 40% and 50%
  – RSZ-0062 raised after global routing: no
  – Final Hold Fails: 0

Synth
  – Chip Area, Yosys: ~940 um2
  – Async set-reset flop share out of synthesis: 0%
  – Mapped Area: roughly 940 um2
  – Post-synth seq share: between 30% and 40%
  – Cells after Synth: roughly 110
  – Cells in synth_stat.txt: around 110
  – Synth Area per Inst: slightly below 9 um2
  – Ys Warns: 1
  – Synth Flop Type: dfxtp_1
  – Unique cell types: 28
  – Synthesized registers: 18
  – EDFF count, synth: 0

Setup path
  – Required @ worst endpoint: 6.90 ns
  – FF-to-FF Start: reset_timer[0]
  – R2r setup slk: roughly 5.0 ns
  – R2r worst-path depth: 6
  – Critical Path Source Type: input pin
  – Critical path class: in -> reg
  – Critical path capture point type: flop
  – Critical-path maximum fanout: 14
  – WP data arrival: between 2 and 3 ns
  – R2r endpoint: reset_timer[14]

Worst hold path
  – Worst Hold End: reset_timer[16]
  – Hold crit path type: reg -> reg
  – Worst hold start: reset_timer[16]
  – Worst hold path depth: 1

Run
  – Total of max-cap violations: 0
  – Tool warnings: 26

Die
  – Die Wd: 84 um
  – IO Count: 4
  – Height of the die: roughly 84 um
  – CORE AREA: approximately 4000 um2
  – # rows: 23
  – FP Util: about a quarter
  – Die Size: between 7000 and 8000 um2

Outcome
  – Status: finished, final reports clean

Pwr
  – Combinational cell fraction of total power: 4.3%
  – Sw Share: about a fifth
  – Internal power: around 0.15 mW
  – Power per cell area: about 180 nW/um2
  – Clock share of power: 38.8%
  – Leak: around 0.37 nW
  – Max VDD drop: approximately 0.06 mV
  – Switching power: just under 0.04 mW
  – Flop pwr share: between 50% and 60%

Finish
  – Area grow syn2layout: 13.77%
  – Dominant logic cell type in the layout: dfxtp_1
  – Top Layout Cells: dfxtp_1, nand2_1, or3_1, mux2i_1
  – Design Area, Final: between 1000 and 1500 um2
  – Layout cells sized above 1: under 10%
  – Fillcell total: between 400 and 500
  – Core Util, Final: 27.06%

Place
  – Number of buffers added on ports: 3
  – Placed inst area: 1033 um2
  – Placer congestion estimate: 0.8572
  – Final HPWL DP: between 1000 and 1500 um
## power by group through the flow
stage     combinational [mW]  sequential [mW]  clock [mW]
4_1_cts              0.00820            0.108      0.0764
5_1_grt              0.00929            0.108      0.0819
6_report             0.00812            0.108      0.0738
## critical path: stages
cell and delay, ns:
clkdlybuf4s50_1 0.55, nor2_1 0.67, and3_1 0.25, a22o_1 0.12
## cell usage after synthesis (all sizes together), types with 2 or more instances
master  instances  area, um2
or3            10      62.56
o21a            2      15.01
inv             4      15.01
o211a           2      20.02
and2            2      12.51
o21ai           2      10.01
ha              2      25.02
a21oi           4      20.02
nor2            7      28.78
and3            4      30.03
nand3           6      30.03
dfxtp          18      360.4
nor3            5      30.03
nand2          15      56.30
a21boi          3      22.52
a211oi          2      15.01
mux2i          10      100.1
## metrics by stage
| stage | instances | worst slack (ns) | total power, mW | hold WS [ns] |
|---|---|---|---|---|
| after global routing | 161 | 3.819 | 0.1993 | 0.4989 |
| after global placement | 158 | 3.784 | 0.1184 | 0.4655 |
| after CTS | 161 | 3.957 | 0.1927 | 0.4876 |
| after floorplan | 106 | 4.645 | 0.1154 | 0.4511 |
| after detailed placement | 158 | 3.718 | 0.1187 | 0.4675 |
| final | 161 | 3.959 | 0.1900 | 0.4808 |
## per-layer routing
metal,track usage [%],wire length (um)
met3,2.165,88
met5,0,0
met1,6.515,935
met4,0.6088,15
met2,7.735,749
## cell type report
type | instances | area (um2) | area share (%)
clock buffers | 3 | 41.29 | 3.842
repair buffers | 3 | 30.03 | 2.794
flip-flops and latches | 18 | 360.3 | 33.53
inverters | 4 | 15.01 | 1.397
well taps | 50 | 62.56 | 5.821
multi-input cells | 83 | 565.5 | 52.62
## flip-flops by register name, indices dropped and copies added, names as in the netlist
register     cells
reset_i          1
reset_timer     17
## worst max-delay path by stage
stage                 startpoint              end  slack, ns  cells after the start
final                   usb_n_rx  reset_timer[14]       3.96                      4
after global routing    usb_n_rx  reset_timer[14]       3.82                      4
after CTS               usb_n_rx  reset_timer[14]       3.96                      4
## kinds of logic (layout without fill, tap and decap cells)
logic type | Yosys count | in the layout | share of synthesized area, %
XOR/XNOR | 1 | 1 | 0.9273
multiplexers | 10 | 10 | 10.60
AND/OR/NAND/NOR | 51 | 51 | 27.82
buffers and inverters | 5 | 10 | 1.986
AND-OR/OR-AND | 19 | 19 | 17.88
adder cells (fa/ha/maj) | 2 | 2 | 2.649
flip-flops | 18 | 18 | 38.15
Power and IR drop assume default switching activity.
